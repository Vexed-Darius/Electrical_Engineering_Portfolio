<file path="/design/flow/design.v">
	module NEO (Enable, Load, clk, rst, Full, Data_out, Data_in, write_en);
		input Enable, Load, clk, Full, rst;
		output write_en;
		parameter Data_width = 8;		 
		wire start;
		input  signed [Data_width-1:0] Data_in;			 
		output signed [Data_width*2-1:0] Data_out;		 
		Controller M1 (Enable, Load, rst, clk, Full, start, write_en);
		Datapath	  M0 (Data_out, Data_in, clk, rst, start);
	endmodule
	module Controller (Enable, Load, rst, clk, Full, start, write_en);
		input	Full, Enable, Load, clk, rst;
		output reg start, write_en;
		parameter Idle = 1'b0;	 
		parameter DSP	= 1'b1;	 
		reg state, next_state;
		always @ (posedge clk or posedge rst)
			if (rst)
				state <= Idle;
			else
				state <= next_state;
		always @ *
			begin
			start = 0;
			write_en =0;
				case (state)
				Idle: if (Enable)
						next_state <= DSP;	 
						else
						next_state <= Idle;	 
				DSP:	if (~Full) begin		 
						start = 1;				 
						if (Load)
						write_en = 1; end		 
						else if (Full)
						next_state <= Idle;	 
				endcase
			end	
	endmodule
	module Datapath (Data_out, Data_in, clk, rst, start);
		parameter Data_width = 8;						 
		input signed [Data_width-1:0] Data_in;				 
		input clk, rst, start;							 
		output reg signed [Data_width*2-1:0] Data_out;	 
		reg signed [Data_width-1:0] 	Current, Prev, Ahead;	 
		always @ (posedge clk)
			begin
				if (rst) begin
					Data_out <= 0;		 
					Current <= 0;		 
					Prev <= 0;			 
					Ahead <= 0; end	 
			 else if (start) begin
					Prev <= Current;	 
					Current <= Ahead;	 
					Ahead <= Data_in;	 
					Data_out <= (Current * Current) - (Prev * Ahead); end	 
			end
	endmodule
</file>
<file path="/design/flow/run.sh">
#!/bin/bash
# OpenROAD 26Q1-2900-gdf79404cd8, Yosys 0.63+post, stock flow scripts
make -C /OpenROAD-flow-scripts/flow DESIGN_CONFIG=/design/flow/config.mk WORK_HOME=/design/flow/orfs finish
</file>
<file path="/design/flow/config.mk">
export PLATFORM = sky130hd
export DESIGN_NAME = NEO
export DESIGN_NICKNAME = NEO
export VERILOG_FILES = /design/flow/design.v
export SDC_FILE = /design/flow/constraint.sdc
export NUM_CORES = 4
export LEC_CHECK = 1
export CORE_UTILIZATION = 30
</file>
<file path="/design/flow/constraint.sdc">
current_design NEO

set clk_period 6.7
set clk_io_pct 0.2

create_clock -name clk0 -period $clk_period [get_ports {clk}]

set non_clock_inputs [all_inputs -no_clocks]
set_input_delay [expr $clk_period * $clk_io_pct] -clock clk0 $non_clock_inputs
set_output_delay [expr $clk_period * $clk_io_pct] -clock clk0 [all_outputs]
</file>
==> run notes <==
Outcome
• run status: completed

Layout
• share of post-route cells with drive strength above 1: 0.0267
• design area: 0.00700 sq mm
• Area Overhead vs Synth: 10.4%
• number of fill cells in the layout: 2106

Worst setup path
• endpoint required time on the critical path: 6.89 ns
• Worst Setup End Kind: flip-flop
• Worst Reg-to-Reg Cells: 18
• Startpoint Class: flip-flop
• register-to-register path setup slack: 0.93 ns
• Worst R2R Start: M0.Current[7]$_SDFFE_PP0P_
• Reg2Reg Capture Point: M0.Data_out[13]$_SDFFE_PP0P_
• arrival time reported for the critical path endpoint: 5.96 ns
• critical-path maximum fanout: 11
• critical setup path kind: flip-flop to flip-flop

Global route
• number of antenna violations at the first check in global routing: 0
• vias in the first global route: 4443
• largest net degree at the start of global routing: 44
• GR Util All Layers: 0.130
• GR Overflow Total: 0
• global-route wire length before repair: 21700 um

Yosys
• dominant cell type by area after synthesis: sky130_fd_sc_hd__fa_1
• most frequent cells after synthesis: sky130_fd_sc_hd__inv_1, sky130_fd_sc_hd__fa_1, sky130_fd_sc_hd__nand2_1, sky130_fd_sc_hd__ha_1, sky130_fd_sc_hd__and2_1
• yosys synthesis warning count: 2
• Synth top cell by count: sky130_fd_sc_hd__inv_1
• Area leader share: 0.379
• number of distinct library cells after synthesis: 48
• synthesized area per cell: 9.06 sq um
• leading post-synthesis cells by cell area: sky130_fd_sc_hd__fa_1, sky130_fd_sc_hd__dfxtp_1, sky130_fd_sc_hd__ha_1
• count of instantiated cells in the yosys netlist: 700
• synthesis-stage register bit count: 42
• predominant post-synthesis flop cell: sky130_fd_sc_hd__dfxtp_1
• number of enable-type register cells in the synthesized netlist: 0
• synthesized instance count: 700
• Yosys Chip Area: 0.00634 sq mm
• Mapped Area: 0.00634 sq mm
• share of synthesized registers carrying an async set or reset: 0.0238

STA
• max_slew headroom: 0.495
• Final Max-Slew Violation Tally: 0
• number of register pins that no clock reaches: 1
• endpoints left unconstrained: 2
• worst path setup slack after routing: 0.928 ns
• timing-limited maximum frequency: 173 MHz
• TNS Setup: 0 ns
• Tightest Pin Transition: 0.756 ns
• unrepaired setup endpoints after global routing: false
• final setup violation count: 0
• shortest period the worst path allows: 5.77 ns
• final count of hold timing violations: 0
• ratio of final minimum period to clock period: 0.861
• setup clock skew after layout: 0.0133 ns

Worst hold path
• worst min path class: flip-flop to flip-flop
• launch instance of the worst min-delay path: M0.Data_out[0]$_SDFFE_PP0P_
• terminating pin of the worst hold path: M0.Data_out[0]$_SDFFE_PP0P_
• number of cells on the worst hold path: 2

Clocking
• Bufs on Longest Clock Path: 2
• # hold bufs at CTS: 0
• cells resized by post-CTS repair: 0
• CTS tree: yes
• buffer cell driving the clock tree root: sky130_fd_sc_hd__clkbuf_16
• number of CTS-inserted buffers: 5
• clock latency on the worst-skew pair: 0.29 ns
• clock slew at reported path FFs: 0.07 ns
• H-Tree Level Count: 2
• number of buffers added for setup after CTS: 0

Power
• worst-case vdd ir drop: 0.0906 mV
• switching part of the total: 0.284
• leakage power summed over all cells: 3.03 nW
• switching component of the power: 0.000175 W
• Internal Pwr Total: 0.000443 W
• share of total power in combinational logic: 0.192
• portion of total power attributed to sequential cells: 0.416
• proportion of power drawn by the clock network: 0.393
• PD cells: 88.3 mW/mm^2
• total power after layout: 0.000618 W

Floorplanning
• die area: 0.0217 sq mm
• Vert. Die Dim: 147 um
• number of I/O pins: 30
• Die Wd: 147 um
• number of placement rows: 52
• initial core utilization: 0.309
• core outline area: 0.0205 sq mm

Placement
• Post-DP Area: 0.00686 sq mm
• Buffers on Ports: 29
• gp weighted congestion: 0.864
• half-perimeter wire length after placement: 10100 um
• Setup WS pre-CTS: 0.927 ns

Route
• mean routed wirelength per cell: 12.5 um
• drt initial violations: 194
• total via count after detailed routing: 4361
• total iterations of the first detailed-routing run: 4
• antenna cells: 0
• Residual DRC: 0
• final routed wirelength across all metal layers: 12300 um
• antenna violation net count after detailed routing: 0
• Vias per Instance: 4.45

Job
• Max Cap Viol: 0
• number of logged tool warnings: 29

[layer usage]
metal  GRT usage  wire length (um)  part of all wire
met5           0                 0                 0
met4      0.0201               240             0.020
met3      0.0287               543             0.044
met2       0.202              5900              0.48
met1       0.195              5580              0.45
[per-stage QoR]
step                       util  hold slack, ns  std cells
after floorplan               -           0.417        700
after global placement    0.335           0.441        973
after detailed placement  0.335           0.447        973
after CTS                 0.342           0.457        981
after global routing      0.342           0.475        981
final                     0.342           0.455        981
[sequential cells by signal, summed over array words and instances, names as in the netlist]
register,count
M0.Ahead,8
M0.Current,8
M0.Data_out,16
M0.Prev,8
M1.next_state,1
M1.state,1
[how the worst max path moves through the flow]
| stage | from | end | slack [ns] | cells past startpoint |
|---|---|---|---|---|
| after CTS | M0.Current[7]$_SDFFE_PP0P_ | M0.Data_out[15]$_SDFFE_PP0P_ | 0.90 | 17 |
| after global routing | M0.Current[7]$_SDFFE_PP0P_ | M0.Data_out[14]$_SDFFE_PP0P_ | 0.57 | 17 |
| final | M0.Current[7]$_SDFFE_PP0P_ | M0.Data_out[13]$_SDFFE_PP0P_ | 0.93 | 18 |
[worst max-delay path: stages, from the launching register on]
cell	delay, ns
sky130_fd_sc_hd__dfxtp_1	0.57
sky130_fd_sc_hd__inv_1	0.26
sky130_fd_sc_hd__nor2_1	0.20
sky130_fd_sc_hd__inv_1	0.07
sky130_fd_sc_hd__fa_1	0.39
sky130_fd_sc_hd__fa_1	0.49
sky130_fd_sc_hd__fa_1	0.51
sky130_fd_sc_hd__inv_1	0.05
sky130_fd_sc_hd__fa_1	0.50
sky130_fd_sc_hd__fa_1	0.49
sky130_fd_sc_hd__inv_1	0.05
sky130_fd_sc_hd__fa_1	0.47
sky130_fd_sc_hd__inv_1	0.04
sky130_fd_sc_hd__ha_1	0.32
sky130_fd_sc_hd__a21oi_1	0.33
sky130_fd_sc_hd__a21oi_1	0.14
sky130_fd_sc_hd__a31oi_2	0.35
sky130_fd_sc_hd__o21ai_1	0.14
sky130_fd_sc_hd__o311ai_1	0.28
[cells by family after synthesis]
family,synth area share
compound gates,0.0724
fa+ha+maj,0.497
flops,0.130
latches,0.00237
simple gates,0.143
buf+inv,0.112
xor+xnor,0.0391
mux,0.00335
[layout by cell type, fill, tap and decap left out, types with 3 or more instances in the layout]
cell / instances
sky130_fd_sc_hd__a211oi_1: 4
sky130_fd_sc_hd__a21o_1: 3
sky130_fd_sc_hd__a21oi_1: 43
sky130_fd_sc_hd__and2_1: 52
sky130_fd_sc_hd__clkbuf_16: 5
sky130_fd_sc_hd__clkdlybuf4s50_1: 29
sky130_fd_sc_hd__dfxtp_1: 40
sky130_fd_sc_hd__fa_1: 120
sky130_fd_sc_hd__ha_1: 60
sky130_fd_sc_hd__inv_1: 153
sky130_fd_sc_hd__nand2_1: 103
sky130_fd_sc_hd__nand2b_1: 3
sky130_fd_sc_hd__nand3_1: 4
sky130_fd_sc_hd__nor2_1: 16
sky130_fd_sc_hd__nor2b_1: 8
sky130_fd_sc_hd__nor3_1: 3
sky130_fd_sc_hd__o21ai_0: 4
sky130_fd_sc_hd__o21ai_1: 4
sky130_fd_sc_hd__xnor2_1: 18
sky130_fd_sc_hd__xor2_1: 4
[layout make-up]
cell class | count | area, sq um | area share
repair buffers | 31 | 305 | 0.0436
well taps | 270 | 338 | 0.0483
flip-flops and latches | 42 | 841 | 0.120
clock buffers | 5 | 125 | 0.0179
multi-input cells | 475 | 4790 | 0.684
clock inverters | 3 | 17.5 | 0.00250
inverters | 155 | 582 | 0.0831
[power by group through the flow]
stage         logic, W  clock network (W)  registers [W]
finish        0.000118           0.000243       0.000257
global route  0.000134           0.000261       0.000258
CTS           0.000120           0.000248       0.000257
Power is estimated from default activity; no workload was simulated.
